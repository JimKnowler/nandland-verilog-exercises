[flow/design.v]
module Debounce_Switch
    (input i_Clk,
    input i_Switch,
    output o_Switch);
    parameter c_DEBOUNCE_LIMIT = 250000;         
    reg r_State = 1'b0;
    reg [17:0] r_Count = 0;
    always @(posedge i_Clk) begin
        if ((i_Switch !== r_State) && (r_Count < c_DEBOUNCE_LIMIT))
            r_Count <= r_Count + 1;         
        else if (r_Count == c_DEBOUNCE_LIMIT)
            begin
               r_Count <= 0;
               r_State <= i_Switch; 
            end
        else
            r_Count <= 0;
    end
    assign o_Switch = r_State;
endmodule
module Binary_To_7Segment(
    input i_Clk,
    input [3:0] i_Binary_Num,
    output      o_Segment_A,
    output      o_Segment_B,
    output      o_Segment_C,
    output      o_Segment_D,
    output      o_Segment_E,
    output      o_Segment_F,
    output      o_Segment_G);
reg [6:0] r_Hex_Encoding = 7'h00;
always @(posedge i_Clk)
    begin
       case (i_Binary_Num)
        4'b0000 : r_Hex_Encoding <= 7'h7E;
        4'b0001 : r_Hex_Encoding <= 7'h30;
        4'b0010 : r_Hex_Encoding <= 7'h6D;
        4'b0011 : r_Hex_Encoding <= 7'h79;
        4'b0100 : r_Hex_Encoding <= 7'h33;
        4'b0101 : r_Hex_Encoding <= 7'h5B;
        4'b0110 : r_Hex_Encoding <= 7'h5F;
        4'b0111 : r_Hex_Encoding <= 7'h70;
        4'b1000 : r_Hex_Encoding <= 7'h7F;
        4'b1001 : r_Hex_Encoding <= 7'h7B;
        4'b1010 : r_Hex_Encoding <= 7'h77;
        4'b1011 : r_Hex_Encoding <= 7'h1F;
        4'b1100 : r_Hex_Encoding <= 7'h4E;
        4'b1101 : r_Hex_Encoding <= 7'h3D;
        4'b1110 : r_Hex_Encoding <= 7'h4F;
        4'b1111 : r_Hex_Encoding <= 7'h47;
       endcase        
    end
assign o_Segment_A = r_Hex_Encoding[6];
assign o_Segment_B = r_Hex_Encoding[5];
assign o_Segment_C = r_Hex_Encoding[4];
assign o_Segment_D = r_Hex_Encoding[3];
assign o_Segment_E = r_Hex_Encoding[2];
assign o_Segment_F = r_Hex_Encoding[1];
assign o_Segment_G = r_Hex_Encoding[0];
endmodule
module VGASyncPorch
  #(
    parameter WIDTH = 800,   
    parameter HEIGHT = 525,
    parameter WIDTH_ACTIVE = 640,
    parameter HEIGHT_ACTIVE = 480,
    parameter FRONT_PORCH_X = 18,
    parameter BACK_PORCH_X = 50,
    parameter FRONT_PORCH_Y = 10,
    parameter BACK_PORCH_Y = 33
  )  
  (
    input [2:0] i_red,
    input [2:0] i_green,
    input [2:0] i_blue,
    input i_active,
    input i_hsync,
    input i_vsync,
    input [10:0] i_x,
    input [10:0] i_y,
    output [2:0] o_red,
    output [2:0] o_green,
    output [2:0] o_blue,
    output reg o_hsync,
    output reg o_vsync
  );
  always @*
    begin
 		  o_hsync = (i_x < (WIDTH_ACTIVE + FRONT_PORCH_X)) || (i_x >= (WIDTH - BACK_PORCH_X));
  		o_vsync = (i_y < (HEIGHT_ACTIVE + FRONT_PORCH_Y)) | (i_y >= (HEIGHT - BACK_PORCH_Y));
    end
  assign o_red[2:0] = i_active ? i_red[2:0] : 0;
  assign o_green[2:0] = i_active ? i_green[2:0] : 0;
  assign o_blue[2:0] = i_active ? i_blue[2:0] : 0;
endmodule
module VGASyncPulseGenerator
  #(
    parameter WIDTH = 800,   
    parameter HEIGHT = 525,
    parameter WIDTH_ACTIVE = 640,
    parameter HEIGHT_ACTIVE = 480
  )
  (
    input i_clk,
    output o_hsync,
    output o_vsync,
    output [10:0] o_x,
    output [10:0] o_y,
    output o_active
  );
  reg [10:0] r_counter_x;
  reg [10:0] r_counter_y;
  always @(posedge i_clk)
    begin
      if (r_counter_x < (WIDTH-1))
        begin
          r_counter_x <= r_counter_x + 1;
        end
      else
        begin
          r_counter_x <= 0;
          if (r_counter_y < (HEIGHT-1))
            begin
              r_counter_y <= r_counter_y + 1;
            end
          else
            begin
              r_counter_y <= 0;
            end           
        end
    end
  assign o_hsync = (r_counter_x < WIDTH_ACTIVE);
  assign o_vsync = (r_counter_y < HEIGHT_ACTIVE);
  assign o_x = r_counter_x;
  assign o_y = r_counter_y;
  assign o_active = (r_counter_x < WIDTH_ACTIVE) && (r_counter_y < HEIGHT_ACTIVE);
endmodule
module VGATestPatternGenerator(
  input [2:0] i_pattern,
  input [10:0] i_x,
  input [10:0] i_y,
  output [2:0] o_red,
  output [2:0] o_green,
  output [2:0] o_blue
);
  localparam NUM_PATTERNS = 8;
  wire [2:0] pattern_red [NUM_PATTERNS-1:0];
  wire [2:0] pattern_green [NUM_PATTERNS-1:0];
  wire [2:0] pattern_blue [NUM_PATTERNS-1:0];
  assign pattern_red[0][2:0] = 0;
  assign pattern_green[0][2:0] = 0;
  assign pattern_blue[0][2:0] = 0;
  assign pattern_red[1][2:0] = 3'b111;
  assign pattern_green[1][2:0] = 0;
  assign pattern_blue[1][2:0] = 0;
  assign pattern_red[2][2:0] = 0;
  assign pattern_green[2][2:0] = 3'b111;
  assign pattern_blue[2][2:0] = 0;
  assign pattern_red[3][2:0] = 0;
  assign pattern_green[3][2:0] = 0;
  assign pattern_blue[3][2:0] = 3'b111;
  wire [2:0] pattern_checkerboard;
  assign pattern_checkerboard[2:0] = (i_x[4] ^ i_y[4]) ? 3'b111 : 0;
  assign pattern_red[4][2:0] = pattern_checkerboard;
  assign pattern_green[4][2:0] = pattern_checkerboard;
  assign pattern_blue[4][2:0] = pattern_checkerboard;
  assign pattern_red[5][2:0] = (i_x[4]) ? 3'b111 : 0;
  assign pattern_green[5][2:0] = (i_x[5]) ? 3'b111 : 0;
  assign pattern_blue[5][2:0] = (i_x[6]) ? 3'b111 : 0;
  assign pattern_red[6][2:0] = (i_y[4]) ? 3'b111 : 0;
  assign pattern_green[6][2:0] = (i_y[5]) ? 3'b111 : 0;
  assign pattern_blue[6][2:0] = (i_y[6]) ? 3'b111 : 0;
  assign pattern_red[7][2:0] = 3'b111;
  assign pattern_green[7][2:0] = 3'b111;
  assign pattern_blue[7][2:0] = 3'b111;
  wire [2:0] w_pattern;
  assign w_pattern = (i_pattern < NUM_PATTERNS) ? i_pattern : 0;
  assign o_red[2:0] = pattern_red[w_pattern][2:0];
  assign o_green[2:0] = pattern_green[w_pattern][2:0];
  assign o_blue[2:0] = pattern_blue[w_pattern][2:0];  
endmodule
module vga_output_top(
    input i_Clk,                 
    input i_Switch_1,
    output o_Segment2_A,
    output o_Segment2_B,
    output o_Segment2_C,
    output o_Segment2_D,
    output o_Segment2_E,
    output o_Segment2_F,
    output o_Segment2_G,
    output o_VGA_HSync,
    output o_VGA_VSync,
    output o_VGA_Red_0,
    output o_VGA_Red_1,
    output o_VGA_Red_2,
    output o_VGA_Grn_0,
    output o_VGA_Grn_1,
    output o_VGA_Grn_2,
    output o_VGA_Blu_0,
    output o_VGA_Blu_1,
    output o_VGA_Blu_2
);
    wire w_Switch_1;
    Debounce_Switch debounce_switch(
        .i_Clk(i_Clk),
        .i_Switch(i_Switch_1),
        .o_Switch(w_Switch_1)
    );
    reg r_last_switch_1;
    reg [3:0] r_test_pattern;
    localparam NUM_TEST_PATTERNS = 8;
    always @(posedge i_Clk) 
    begin
        if (w_Switch_1 && !r_last_switch_1) 
        begin
            if (r_test_pattern < (NUM_TEST_PATTERNS-1))
            begin
                r_test_pattern <= r_test_pattern + 1;
            end
            else
            begin
                r_test_pattern <= 0;
            end
        end
        r_last_switch_1 <= w_Switch_1;
    end
    wire w_Segment_A;
    wire w_Segment_B;
    wire w_Segment_C;
    wire w_Segment_D;
    wire w_Segment_E;
    wire w_Segment_F;
    wire w_Segment_G;
    Binary_To_7Segment Inst(
        .i_Clk(i_Clk),
        .i_Binary_Num(r_test_pattern),
        .o_Segment_A(w_Segment_A),
        .o_Segment_B(w_Segment_B),
        .o_Segment_C(w_Segment_C),
        .o_Segment_D(w_Segment_D),
        .o_Segment_E(w_Segment_E),
        .o_Segment_F(w_Segment_F),
        .o_Segment_G(w_Segment_G)
    );
    assign o_Segment2_A = ~w_Segment_A;
    assign o_Segment2_B = ~w_Segment_B;
    assign o_Segment2_C = ~w_Segment_C;
    assign o_Segment2_D = ~w_Segment_D;
    assign o_Segment2_E = ~w_Segment_E;
    assign o_Segment2_F = ~w_Segment_F;
    assign o_Segment2_G = ~w_Segment_G;
    wire w_hsync;
    wire w_vsync;
    wire [10:0] w_x;
    wire [10:0] w_y;
    wire w_active;
    wire [2:0] w_red;
    wire [2:0] w_green;
    wire [2:0] w_blue;
    wire [2:0] w_output_red;
    wire [2:0] w_output_green;
    wire [2:0] w_output_blue;
    wire w_output_hsync;
    wire w_output_vsync;
    VGASyncPulseGenerator uut_syncpulse(
        .i_clk(i_Clk),
        .o_hsync(w_hsync),
        .o_vsync(w_vsync),
        .o_x(w_x),
        .o_y(w_y),
        .o_active(w_active)
    );
    VGATestPatternGenerator uut_testpattern(
        .i_pattern(r_test_pattern),
        .i_x(w_x),
        .i_y(w_y),
        .o_red(w_red),
        .o_green(w_green),
        .o_blue(w_blue)
    );
    VGASyncPorch uut_syncporch(
        .i_red(w_red),
        .i_green(w_green),
        .i_blue(w_blue),
        .i_active(w_active),
        .i_hsync(w_hsync),
        .i_vsync(w_vsync),
        .i_x(w_x),
        .i_y(w_y),
        .o_red(w_output_red),
        .o_green(w_output_green),
        .o_blue(w_output_blue),
        .o_hsync(w_output_hsync),
        .o_vsync(w_output_vsync)
    );
    assign o_VGA_HSync = w_output_hsync;
    assign o_VGA_VSync = w_output_vsync;
    assign o_VGA_Red_0 = w_output_red[0];
    assign o_VGA_Red_1 = w_output_red[1];
    assign o_VGA_Red_2 = w_output_red[2];
    assign o_VGA_Grn_0 = w_output_green[0];
    assign o_VGA_Grn_1 = w_output_green[1];
    assign o_VGA_Grn_2 = w_output_green[2];
    assign o_VGA_Blu_0 = w_output_blue[0];
    assign o_VGA_Blu_1 = w_output_blue[1];
    assign o_VGA_Blu_2 = w_output_blue[2];
endmodule
[flow/config.mk]
export PLATFORM = sky130hd
export DESIGN_NAME = vga_output_top
export DESIGN_NICKNAME = vga_output_top
export VERILOG_FILES = /design/flow/design.v
export SDC_FILE = /design/flow/constraint.sdc
export NUM_CORES = 4
export LEC_CHECK = 1
export CORE_UTILIZATION = 50
export SYNTH_HDL_FRONTEND = slang
[flow/constraint.sdc]
current_design vga_output_top

set clk_period 2.9
set clk_io_pct 0.2

create_clock -name clk0 -period $clk_period [get_ports {i_Clk}]

set non_clock_inputs [all_inputs -no_clocks]
set_input_delay [expr $clk_period * $clk_io_pct] -clock clk0 $non_clock_inputs
set_output_delay [expr $clk_period * $clk_io_pct] -clock clk0 [all_outputs]
[flow/run.sh]
#!/bin/bash
# OpenROAD 26Q1-2900-gdf79404cd8, Yosys 0.63+post, stock flow scripts
make -C /OpenROAD-flow-scripts/flow DESIGN_CONFIG=/design/flow/config.mk WORK_HOME=/design/flow/orfs finish
==> impl_metrics.toml <==
# physical design summary
[sta]
maxSlewHeadroom = 0.493
max_slew.worst_pin.slew_ns = 0.761
setup_viol = 0
finalHoldViolations = 0
timing.fmax_mhz = 369
shortest_period_the_worst_path_allows_ns = 2.71
max_slew_violation_total_from_the_final_report = 0
min_hold_slack_ns = 0.422
finalCritPeriodShare = 0.934
rsz0062_at_grt = "false"
clock-skew-final_ns = 0.00567
fin_setup_tns_ns = 0

[pwr]
share_seq_of_total_power = 0.621
clock_power_share = 0.335
p_int_mw = 0.981
power_leakage_nw = 1.14
switching_share = 0.240
switchingPower_mw = 0.310
power.density_cell_area_mw_per_mm2 = 428
power.share.combinational = 0.044
maximum_vdd_ir_drop_v = 0.000274

[cts]
clk_root_buffer_cell = "sky130_fd_sc_hd__clkbuf_8"
cts_max_path_buffers = 2
htree_num_levels = 2
tritoncts_clock_tree = "yes"
worst_skew_pair.late_latency_ns = 0.31
cts-buffers-inserted = 5
clk_pin_slew_worst_paths_ns = 0.10
clock_sinks = 53

[setup_path]
worstSetupPathType = "register to output pin"
cp.required_ns = 2.32
crit_path_end_kind = "output pin"
crit_fanout = 9
timing.critical_path.from_type = "register"
arrival_time_of_data_at_the_critical_path_endpoint_ns = 2.13

[global_route]
grt-ovfl-total = 0
grt_pass1_vias = 1713
grt_first_pass_wirelength_microns = 7590
grt.total_usage = 0.176
grt_max_degree = 22
initial_antenna_violation_count = 0

[placement]
port-buffer-count = 19
placed_area_sq_mm = 0.00289
post-dp-hpwl_microns = 3040
gp_congestion = 0.820

[routing]
drc_errors = 0
detail_route.wirelength_microns = 4440
via_per_inst = 5.18
detailedRoute.firstIterationViolations = 80
number_of_antenna_repair_diodes = 0
drt-wirelength-per-cell_microns = 11.7
final_antenna_net_count = 0
detail_route.first_pass.iterations = 4
detailroute.via_count = 1975

[finish]
flow.area_growth_from_synthesis_pct = 11.6
share_of_cells_above_drive_strength_1 = 0.0611
final_design_instance_area_without_fill_sq_mm = 0.00302
final.fill_count = 449
finish.utilization = 0.583

[logic_synthesis]
yosys_warnings = 0
post_synth_most_frequent_cells = "sky130_fd_sc_hd__nor2_1, sky130_fd_sc_hd__dfxtp_1, sky130_fd_sc_hd__inv_1, sky130_fd_sc_hd__nand2_1, sky130_fd_sc_hd__xor2_1"
dominantRegCellSynth = "sky130_fd_sc_hd__dfxtp_1"
yosysChipArea_sq_mm = 0.00271
synth_area_leader_cell = "sky130_fd_sc_hd__dfxtp_1"
ys_async_sr_fraction = 0
netlist_top_cells_area = "sky130_fd_sc_hd__dfxtp_1, sky130_fd_sc_hd__edfxtp_1, sky130_fd_sc_hd__nor2_1"
netlist.area_leader.share = 0.274
yosysUniqueCellTypes = 44
library_cell_with_the_highest_instance_count_after_synthesis = "sky130_fd_sc_hd__nor2_1"
yosys-stat-cells = 295
syn_inst = 295
synth_area_sq_mm = 0.00271
syn-mean-instance-area_sq_um = 9.17
synth-seq-cells = 53
synth-edff-count = 16
synth-seq-area-share = 0.451

[floorplanning]
top_level_ports = 20
chip_area_sq_mm = 0.00571
floorplan.rows = 26
core_region_area_sq_mm = 0.00517
die_width_microns = 75.6
die_y_microns = 75.6
initCoreUtil = 0.523

[job]
maxCapViolCount = 0
warning_count = 35

[worst_hold_path]
hold_class = "register to register"

[outcome]
outcome = "completed"
[worst paths after layout]
path	start	end	slack (ns)	depth (start not counted)
min	debounce_switch.o_Switch	r_last_switch_1	0.42	0
min reg2reg	debounce_switch.o_Switch	r_last_switch_1	0.42	0
max reg2reg	uut_syncpulse.o_y[5]	uut_syncpulse.o_y[3]	1.09	4
max	r_test_pattern[0]	o_VGA_Grn_0	0.19	5
[kinds of logic (layout without fill, tap and decap cells)]
family                   after synthesis  count (layout)  share of synthesized area
XOR/XNOR                              32              32                      0.104
adder cells (fa/ha/maj)               13              13                     0.0601
flip-flops                            53              53                      0.451
AND/OR/NAND/NOR                      122             122                      0.224
AND-OR/OR-AND                         38              38                     0.0962
other                                  1               2                    0.00139
buffers and inverters                 36              51                     0.0634
[area by class of cell]
class                   count  area, sq um  share of cell area
clock buffers               5         68.8              0.0228
clock inverters             3         25.0             0.00829
inverters                  19         71.3              0.0236
multi-input cells         207         1320               0.436
flip-flops and latches     53         1220               0.405
well taps                  70         87.6              0.0290
repair buffers             24          228              0.0755
[critical path, stage by stage (launching register included)]
cell	delay (ns)
sky130_fd_sc_hd__edfxtp_1	0.51
sky130_fd_sc_hd__inv_2	0.19
sky130_fd_sc_hd__ha_1	0.19
sky130_fd_sc_hd__o22ai_1	0.07
sky130_fd_sc_hd__a211oi_1	0.32
sky130_fd_sc_hd__clkdlybuf4s50_1	0.53
[layer usage]
layer,up-vias,routed length (microns),track usage
li1,1038,-,-
met1,894,2350,0.274
met2,34,1880,0.275
met3,9,142,0.0295
met4,0,75,0.0267
met5,-,0,0
[timing repair]
item,4_1_cts,5_1_grt
hold buffers,0,0
resized,0,1
buffers inserted,0,4
endpoints found under the setup margin,0,8
[cell usage in the layout, fill, tap and decap left out, types with 2 or more instances in the layout]
master,instances
sky130_fd_sc_hd__and4_1,4
sky130_fd_sc_hd__and3_1,5
sky130_fd_sc_hd__buf_4,5
sky130_fd_sc_hd__dfxtp_1,37
sky130_fd_sc_hd__and2_1,2
sky130_fd_sc_hd__nand4b_1,2
sky130_fd_sc_hd__o211ai_1,2
sky130_fd_sc_hd__a31oi_1,4
sky130_fd_sc_hd__inv_1,18
sky130_fd_sc_hd__nor4_1,2
sky130_fd_sc_hd__edfxtp_1,16
sky130_fd_sc_hd__nand2b_1,3
sky130_fd_sc_hd__o21ai_0,10
sky130_fd_sc_hd__o31a_1,2
sky130_fd_sc_hd__nor3_1,8
sky130_fd_sc_hd__nor2_1,50
sky130_fd_sc_hd__conb_1,2
sky130_fd_sc_hd__a211oi_1,4
sky130_fd_sc_hd__clkdlybuf4s50_1,19
sky130_fd_sc_hd__nand4_1,7
sky130_fd_sc_hd__o31ai_1,2
sky130_fd_sc_hd__o22ai_1,2
sky130_fd_sc_hd__nand2_1,19
sky130_fd_sc_hd__ha_1,13
sky130_fd_sc_hd__clkbuf_8,5
sky130_fd_sc_hd__nand3_1,11
sky130_fd_sc_hd__xor2_1,17
sky130_fd_sc_hd__xnor2_1,15
sky130_fd_sc_hd__a21oi_1,6
sky130_fd_sc_hd__nor2b_1,3
[sequential cells by signal (all words and copies together) (netlist names)]
name / count
debounce_switch.r_Count: 18
uut_syncpulse.o_x: 11
uut_syncpulse.o_y: 11
Inst.r_Hex_Encoding: 7
r_test_pattern: 4
debounce_switch.o_Switch: 1
r_last_switch_1: 1
[per-stage QoR]
| step | setup slack, ns | power, mW | cells |
|---|---|---|---|
| 6_report | 0.192 | 1.29 | 381 |
| 2_1_floorplan | 1.00 | 0.861 | 296 |
| 3_5_place_dp | 0.392 | 0.875 | 369 |
| 3_3_place_gp | 0.463 | 0.875 | 369 |
| 5_1_grt | 0.0140 | 1.35 | 381 |
| 4_1_cts | 0.0293 | 1.31 | 377 |
[power by group through the flow]
stage	sequential (mW)	clock, mW	combinational, mW
6_report	0.801	0.433	0.0567
5_1_grt	0.805	0.479	0.0652
4_1_cts	0.801	0.453	0.0578
No activity file was given, so power comes from the tool's default toggle rates.
