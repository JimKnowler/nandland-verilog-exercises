`config.mk`:
```
export PLATFORM = sky130hd
export DESIGN_NAME = uart_loopback_top
export DESIGN_NICKNAME = uart_loopback_top
export VERILOG_FILES = /design/flow/design.v
export SDC_FILE = /design/flow/constraint.sdc
export NUM_CORES = 4
export LEC_CHECK = 1
export CORE_UTILIZATION = 40
export SYNTH_HDL_FRONTEND = slang
```
`constraint.sdc`:
```
current_design uart_loopback_top

set clk_period 3.8
set clk_io_pct 0.2

create_clock -name clk0 -period $clk_period [get_ports {i_Clk}]

set non_clock_inputs [all_inputs -no_clocks]
set_input_delay [expr $clk_period * $clk_io_pct] -clock clk0 $non_clock_inputs
set_output_delay [expr $clk_period * $clk_io_pct] -clock clk0 [all_outputs]
```
`design.v`:
```
module Binary_To_7Segment(
    input i_Clk,
    input [3:0] i_Binary_Num,
    output      o_Segment_A,
    output      o_Segment_B,
    output      o_Segment_C,
    output      o_Segment_D,
    output      o_Segment_E,
    output      o_Segment_F,
    output      o_Segment_G);
reg [6:0] r_Hex_Encoding = 7'h00;
always @(posedge i_Clk)
    begin
       case (i_Binary_Num)
        4'b0000 : r_Hex_Encoding <= 7'h7E;
        4'b0001 : r_Hex_Encoding <= 7'h30;
        4'b0010 : r_Hex_Encoding <= 7'h6D;
        4'b0011 : r_Hex_Encoding <= 7'h79;
        4'b0100 : r_Hex_Encoding <= 7'h33;
        4'b0101 : r_Hex_Encoding <= 7'h5B;
        4'b0110 : r_Hex_Encoding <= 7'h5F;
        4'b0111 : r_Hex_Encoding <= 7'h70;
        4'b1000 : r_Hex_Encoding <= 7'h7F;
        4'b1001 : r_Hex_Encoding <= 7'h7B;
        4'b1010 : r_Hex_Encoding <= 7'h77;
        4'b1011 : r_Hex_Encoding <= 7'h1F;
        4'b1100 : r_Hex_Encoding <= 7'h4E;
        4'b1101 : r_Hex_Encoding <= 7'h3D;
        4'b1110 : r_Hex_Encoding <= 7'h4F;
        4'b1111 : r_Hex_Encoding <= 7'h47;
       endcase        
    end
assign o_Segment_A = r_Hex_Encoding[6];
assign o_Segment_B = r_Hex_Encoding[5];
assign o_Segment_C = r_Hex_Encoding[4];
assign o_Segment_D = r_Hex_Encoding[3];
assign o_Segment_E = r_Hex_Encoding[2];
assign o_Segment_F = r_Hex_Encoding[1];
assign o_Segment_G = r_Hex_Encoding[0];
endmodule
module uart_recv
#(
    parameter CLKS_PER_BIT = 217                
)
(
    input i_clk,						 
    input i_rx_serial,					 
    output o_rx_dv,						 
  output [7:0] o_rx_byte				 
);
  localparam STATE_IDLE = 0;			 
  localparam STATE_STARTBIT = 1;		 
  localparam STATE_DATABITS = 2;		 
  localparam STATE_STOPBIT = 3;			 
  localparam STATE_CLEANUP = 4;			 
  reg [2:0] r_state = STATE_IDLE;
  reg r_rx_dv;							 
  reg [7:0] r_rx_byte;					 
  reg [10:0] r_counter;					 
  reg [2:0] r_bit_index;				 
  always @(posedge i_clk)
    begin
      case (r_state)
        STATE_IDLE : begin
          r_rx_dv <= 0;
          if (i_rx_serial == 0) begin
            r_state <= STATE_STARTBIT;
            r_counter <= 0;
          end
        end
        STATE_STARTBIT : begin
          if (r_counter == CLKS_PER_BIT/2)
            begin
              r_counter <= 0;
              r_state <= STATE_DATABITS;
              r_bit_index <= 0;
            end
          else
            begin
                r_counter <= r_counter + 1;
            end
        end
        STATE_DATABITS : begin
          if (r_counter == CLKS_PER_BIT)
            begin
              r_counter <= 0;
              r_rx_byte[r_bit_index] = i_rx_serial;		 
              if (r_bit_index == 7)
                begin
                  r_state <= STATE_STOPBIT;
                end
              else
                begin
                  r_bit_index <= r_bit_index + 1;
                end
            end
          else
            begin
              r_counter <= r_counter + 1;
            end
        end
        STATE_STOPBIT : begin
          if (r_counter == CLKS_PER_BIT)
            begin
              r_rx_dv <= 1;
              r_state <= STATE_CLEANUP;          
            end
          else
            r_counter <= r_counter + 1;
        end
        STATE_CLEANUP : begin
          r_rx_dv <= 0;
          r_state <= STATE_IDLE;
        end
        default : begin
          r_state <= STATE_IDLE;
        end
      endcase
    end
  assign o_rx_dv = r_rx_dv;
  assign o_rx_byte[7:0] = r_rx_byte[7:0];
endmodule
module uart_loopback_top(
    input i_Clk,
    input i_UART_RX,
    output o_UART_TX,
    output o_Segment1_A,
    output o_Segment1_B,
    output o_Segment1_C,
    output o_Segment1_D,
    output o_Segment1_E,
    output o_Segment1_F,
    output o_Segment1_G,
    output o_Segment2_A,
    output o_Segment2_B,
    output o_Segment2_C,
    output o_Segment2_D,
    output o_Segment2_E,
    output o_Segment2_F,
    output o_Segment2_G,
    output o_LED_1,
    output o_LED_2,
    output o_LED_3,
    output o_LED_4,
    output io_PMOD_1
);
wire w_RX_DV;
wire [7:0] w_RX_Byte;
wire w_TX_Active;
wire w_TX_Serial;
wire w_TX_Done;
wire w_Segment1_A;
wire w_Segment1_B;
wire w_Segment1_C;
wire w_Segment1_D;
wire w_Segment1_E;
wire w_Segment1_F;
wire w_Segment1_G;
wire w_Segment2_A;
wire w_Segment2_B;
wire w_Segment2_C;
wire w_Segment2_D;
wire w_Segment2_E;
wire w_Segment2_F;
wire w_Segment2_G;
uart_recv uart_recv_inst(
    .i_clk(i_Clk),
    .i_rx_serial(i_UART_RX),
    .o_rx_dv(w_RX_DV),
    .o_rx_byte(w_RX_Byte)
);
uart_send uart_send_inst(
    .i_clk(i_Clk),
    .i_tx_dv(w_RX_DV),               
    .i_tx_byte(w_RX_Byte),           
    .o_tx_active(w_TX_Active),
    .o_tx_serial(w_TX_Serial),
    .o_tx_done(w_TX_Done)
);
assign o_UART_TX = w_TX_Active ? w_TX_Serial : 1'b1;
Binary_To_7Segment sevenSegUpper(
    .i_Clk(i_Clk),
    .i_Binary_Num(w_RX_Byte[7:4]),
    .o_Segment_A(w_Segment1_A),
    .o_Segment_B(w_Segment1_B),
    .o_Segment_C(w_Segment1_C),
    .o_Segment_D(w_Segment1_D),
    .o_Segment_E(w_Segment1_E),
    .o_Segment_F(w_Segment1_F),
    .o_Segment_G(w_Segment1_G)
);
assign o_Segment1_A = ~w_Segment1_A;
assign o_Segment1_B = ~w_Segment1_B;
assign o_Segment1_C = ~w_Segment1_C;
assign o_Segment1_D = ~w_Segment1_D;
assign o_Segment1_E = ~w_Segment1_E;
assign o_Segment1_F = ~w_Segment1_F;
assign o_Segment1_G = ~w_Segment1_G;
Binary_To_7Segment sevenSegLower(
    .i_Clk(i_Clk),
    .i_Binary_Num(w_RX_Byte[3:0]),
    .o_Segment_A(w_Segment2_A),
    .o_Segment_B(w_Segment2_B),
    .o_Segment_C(w_Segment2_C),
    .o_Segment_D(w_Segment2_D),
    .o_Segment_E(w_Segment2_E),
    .o_Segment_F(w_Segment2_F),
    .o_Segment_G(w_Segment2_G)
);
assign o_Segment2_A = ~w_Segment2_A;
assign o_Segment2_B = ~w_Segment2_B;
assign o_Segment2_C = ~w_Segment2_C;
assign o_Segment2_D = ~w_Segment2_D;
assign o_Segment2_E = ~w_Segment2_E;
assign o_Segment2_F = ~w_Segment2_F;
assign o_Segment2_G = ~w_Segment2_G;
assign o_LED_1 = w_TX_Active;
assign o_LED_2 = w_TX_Done;
assign o_LED_3 = w_TX_Serial;
assign io_PMOD_1 = i_UART_RX;
endmodule
module uart_send
  #(
    parameter CLKS_PER_BIT = 217
  )
  (
    input i_clk,				 
    input [7:0] i_tx_byte,		 
    input i_tx_dv,				 
    output o_tx_active,			 
    output o_tx_serial,			 
    output o_tx_done  			 
  );
  reg [7:0] r_tx_byte;			 
  reg r_tx_active;				 
  reg r_tx_done;
  reg r_tx_serial;
  reg [2:0] r_bit_index;
  reg [7:0] r_counter;
  localparam STATE_IDLE = 0;
  localparam STATE_STARTBIT = 1;
  localparam STATE_DATABITS = 2;
  localparam STATE_STOPBIT = 3;
  localparam STATE_CLEANUP = 4;
  reg [2:0] state;
  always @(posedge i_clk)
  	begin
      case (state)
        STATE_IDLE :
          begin
            r_tx_done <= 0;
            r_tx_active <= 0;
            r_tx_serial <= 1;
            if (i_tx_dv) 
              begin
                r_tx_byte[7:0] <= i_tx_byte[7:0];
                r_tx_active <= 1;
                r_counter <= 0;
                state <= STATE_STARTBIT;
              end
          end
        STATE_STARTBIT :
          begin
            r_tx_serial <= 0;
            if (r_counter == (CLKS_PER_BIT-1)) 
              begin
                r_bit_index <= 0;
                r_counter <= 0;
                state <= STATE_DATABITS;                
              end
            else
              begin
                r_counter <= r_counter + 1;
              end
          end
        STATE_DATABITS :
          begin
            r_tx_serial <= r_tx_byte[r_bit_index];
            if (r_counter == (CLKS_PER_BIT-1)) 
              begin
                r_counter <= 0;
                if (r_bit_index == 7)
                  begin
                    state <= STATE_STOPBIT;
                  end
                else
                  begin
                   	r_bit_index <= r_bit_index + 1;
                  end
              end
            else
              begin
                r_counter <= r_counter + 1;
              end
          end
        STATE_STOPBIT :
          begin
            r_tx_serial <= 1;
            if (r_counter == (CLKS_PER_BIT-1))
              begin
                r_tx_done <= 1;
                state <= STATE_CLEANUP;
              end
            else
              begin
                r_counter <= r_counter + 1;
              end
          end
        STATE_CLEANUP :
          begin
            r_tx_done <= 0;
            r_tx_active <= 0;
            state <= STATE_IDLE;
          end
        default :
          begin
            state <= STATE_IDLE;
          end
      endcase
    end  
  assign o_tx_active = r_tx_active;
  assign o_tx_done = r_tx_done;
  assign o_tx_serial = r_tx_serial;
endmodule
```
`run.sh`:
```
#!/bin/bash
# OpenROAD 26Q1-2900-gdf79404cd8, Yosys 0.63+post, stock flow scripts
make -C /OpenROAD-flow-scripts/flow DESIGN_CONFIG=/design/flow/config.mk WORK_HOME=/design/flow/orfs finish
```
==> deck_impl_summary.md <==
Synthesis and Place & Route Summary

Clock tree
  – CTS tree: built
  – Reg clk slew, reported paths: 0.07 ns
  – Cts repair resizes: 0
  – CTS HTree Levels: 3
  – # hold bufs at CTS: 0
  – Clk latency late pin: 0.33 ns
  – Clock Path Buffers: 2
  – CTS Buf Count: 9
  – Setup bufs post-CTS: 0
  – Clock root cell: clkbuf_8
  – TritonCTS Sinks: 65

Place
  – Detailed Place HPWL: 3780 um
  – Post-placement cell area: 3764 um2
  – GPL Wtd Cong: 0.7945
  – Post-place setup slack: 1.101 ns
  – Placed Instances: 429
  – Port Buf Inserts: 20

Floorplan
  – CORE AREA: 8341 um2
  – Die Size: 9117 um2
  – Fp_density: 41.91%
  – Die X: 95.49 um
  – # IOs: 22
  – Standard-cell rows: 33
  – Die Height: 95.49 um

STA
  – Worst Slack Setup Final: 1.130 ns
  – RSZ-0062 raised after global routing: no
  – Fmax: 374.5 MHz
  – Final setup TNS: 0 ns
  – Slew Limit Fails: 0
  – Slew @ Worst Pin: 0.7123 ns
  – Shortest period the worst path allows: 2.670 ns
  – Final setup fails: 0
  – Tcrit/Tclk final: 70.26%
  – Fin. Hold Viols: 0
  – Slew headroom: 52.23%
  – Clock Skews: 0.007665 ns

Global route
  – Top Usage Layer GRT: met1
  – Initial antenna violation count: 0
  – M2 GR Usage: 20.36%
  – Met1 global-route usage: 21.23%
  – Pin count of the biggest net entering global routing: 17
  – Via count of the first global-routing pass: 2082
  – GR met3 Demand/Resource: 3.731%
  – Global-route usage over all layers: 13.50%
  – GRT overflow: 0
  – First-pass GRT wire length: 9287 um

Route
  – Drt pass-1 iters: 4
  – Drt total wl: 5354 um
  – Wire length per cell: 12.03 um
  – Diode count: 0
  – Routed vias: 2272
  – First DRT Iteration DRCs: 106
  – Residual DRC: 0
  – Antenna Violating Nets Remaining: 0
  – Vias/cell: 5.106

Synth
  – Average cell area after synthesis: 11.06 um2
  – Mapped Area: 3496 um2
  – Xor+xnor area frac: 2.004%
  – Comb area leader: simple AND/OR/NAND/NOR gates
  – Most common reg cell: edfxtp_1
  – Synth warnings: 1
  – Ys async rst share: 0%
  – Yosys chip area: 3496 um2
  – Cells after synthesis: 316
  – # Cells Yosys: 316
  – Cell variety after synth: 54
  – Post-synth EDFFs: 51
  – Seq/Total Area, Yosys: 51.83%
  – Ys flops: 65
  – Yosys aoi share: 13.74%
  – Yosys simple share: 15.75%
  – Mux share: 2.541%
  – Fa+ha+maj area frac: 8.232%

Setup path
  – CP Depth: 2
  – Slowest stage delay, CP: 0.63 ns
  – R2R cell count: 5
  – Top Family by Delay on Critical Path: buffers and inverters
  – Crit path top cell by count: clkdlybuf4s50_1
  – CP cell instances: clkdlybuf4s50_1, clkdlybuf4s50_1
  – Worst setup SP type: input port
  – Setup CP Type: in2out
  – Kind of end point of the critical path: output pin
  – CP Max Fanout: 10
  – Crit path buffers/inverters: 2
  – Required time of the critical path: 3.04 ns
  – CP arrival: 1.91 ns
  – Critical Path Slowest Stage Cell: clkdlybuf4s50_1

Final layout
  – Finished Layout Cells: 445
  – Fin area: 3984 um2
  – Core Util, Final: 47.76%
  – Share of layout cells above drive strength 1: 9.706%
  – Area growth, synth to finish: 13.96%

Pwr
  – Leak: 1.518 nW
  – VDD IR max: 0.0003384 V
  – P per Cell Area: 653.2 nW/um2

Hold path
  – Worst hold path class: reg2reg
  – Hold depth: 0

Outcome
  – Status: completed

Job
  – Max-Cap Viols: 0
  – Stage-log warning count: 40
-- area by class of cell --
type	count	area [um2]
Sequential cell	65	1812
Multi-Input combinational cell	203	1481
Tap cell	105	131.4
Fill cell	765	4357
Clock buffer	10	127.6
Inverter	35	131.4
Timing Repair Buffer	21	207.7
Clock inverter	6	92.59
-- layer usage --
| layer | vias to the layer above | wire (um) |
|---|---|---|
| met5 | - | 0 |
| met4 | 0 | 52 |
| met3 | 5 | 219 |
| met2 | 28 | 2456 |
| met1 | 1050 | 2625 |
| li1 | 1189 | - |
-- final timing paths --
path	start	endpoint	slack (ns)
worst max-delay path	i_UART_RX	io_PMOD_1	1.13
worst min-delay path	uart_recv_inst.o_rx_byte[0]	uart_send_inst.r_tx_byte[0]	0.56
worst max register to register	uart_recv_inst.r_counter[0]	uart_recv_inst.r_counter[10]	1.56
worst min register to register	uart_recv_inst.o_rx_byte[0]	uart_send_inst.r_tx_byte[0]	0.56
-- synthesized netlist by cell type (all sizes together), types with 4 or more instances --
master | instances | share of area, %
nor2b | 5 | 0.89
dfxtp | 14 | 8.0
o21ai | 23 | 3.3
a22oi | 11 | 2.4
edfxtp | 51 | 44
ha | 23 | 8.2
buf | 5 | 1.2
xor2 | 4 | 1.0
nand4 | 4 | 0.72
a21oi | 15 | 2.1
o31ai | 5 | 1.2
xnor2 | 4 | 1.0
nor3 | 10 | 1.4
nor2 | 8 | 0.86
nand2b | 10 | 1.8
inv | 35 | 3.8
clkbuf | 8 | 0.86
or3 | 8 | 1.4
nand3 | 12 | 1.7
nand2 | 15 | 1.6
-- cell usage in the layout (no fill, tap or decap), types with 3 or more instances in the layout --
cell	n
a22oi_1	11
o31ai_1	4
inv_1	35
or3_1	8
nand2b_1	10
nor2_1	8
nor2b_1	5
nand3_1	12
nor3_1	10
a21oi_1	15
mux4_2	3
a31o_2	3
nand2_1	15
clkbuf_8	9
nand4_1	4
o21ai_0	22
nor4_1	3
dfxtp_1	14
edfxtp_1	51
and2_1	3
clkdlybuf4s50_1	20
xor2_1	4
xnor2_1	4
and3_1	3
ha_1	23
-- metrics by stage --
step	power [mW]	hold slack (ns)
detailed placement	1.989	0.5492
finish	2.602	0.5575
floorplan	1.790	0.4491
CTS	2.630	0.5631
global placement	1.978	0.5522
global route	2.792	0.5946
-- flip-flops by register name, summed over array words and instances, names as in the netlist, 3 cells and up --
register,count
uart_recv_inst.r_state,3
uart_send_inst.r_tx_byte,8
uart_recv_inst.r_bit_index,3
uart_send_inst.state,3
sevenSegUpper.r_Hex_Encoding,7
uart_recv_inst.o_rx_byte,8
uart_recv_inst.r_counter,11
uart_send_inst.r_counter,8
uart_send_inst.r_bit_index,3
sevenSegLower.r_Hex_Encoding,7
-- power breakdown --
part / internal [mW] / switching, mW
registers: 1.06 / 0.217
clock network: 0.371 / 0.259
logic: 0.310 / 0.383
total: 1.74 / 0.858
-- cells by family (layout without fill, tap and decap cells) --
| kind of cell | count (synthesis) | count (layout) |
|---|---|---|
| other | 1 | 1 |
| AND/OR/NAND/NOR | 94 | 94 |
| XOR/XNOR | 8 | 8 |
| flip-flops | 65 | 65 |
| adder cells (fa/ha/maj) | 23 | 23 |
| buffers and inverters | 48 | 72 |
| multiplexers | 5 | 5 |
| AND-OR/OR-AND | 72 | 72 |
Power is estimated from default activity; no workload was simulated.
